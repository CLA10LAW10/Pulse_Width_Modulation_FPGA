[config.mk]
export PLATFORM = sky130hd
export DESIGN_NAME = pwm_rainbow
export DESIGN_NICKNAME = pwm_rainbow
export VERILOG_FILES = /design/flow/design.v
export SDC_FILE = /design/flow/constraint.sdc
export NUM_CORES = 4
export LEC_CHECK = 1
export CORE_UTILIZATION = 30
[constraint.sdc]
current_design pwm_rainbow

set clk_period 7.5
set clk_io_pct 0.2

create_clock -name clk0 -period $clk_period [get_ports {clk}]

set non_clock_inputs [all_inputs -no_clocks]
set_input_delay [expr $clk_period * $clk_io_pct] -clock clk0 $non_clock_inputs
set_output_delay [expr $clk_period * $clk_io_pct] -clock clk0 [all_outputs]
[design.v]
`timescale 1ns / 1ns
module pwm_enhanced #(parameter int R = 10) (
    input logic clk,
    input logic reset,
    input logic [31:0] dvsr,
    input logic [R:0] duty,
    output logic pwm_out
  );
  logic [31:0] q_reg;
  logic [31:0] q_next;
  logic tick;
  logic [R-1:0] d_reg;
  logic [R-1:0] d_next;
  logic [R:0] d_ext;
  logic pwm_reg;
  logic pwm_next;
  always_ff @(posedge clk or posedge reset)
  begin
    if (reset)
    begin
      q_reg <= 'b0;
      d_reg <= 'b0;
      pwm_reg <= 'b0;
    end
    else
    begin
      q_reg <= q_next;
      d_reg <= d_next;
      pwm_reg <= pwm_next;
    end
  end
  assign q_next = (q_reg == dvsr) ? 'b0 : q_reg + 1;
  assign tick = (q_reg == 'b0) ? 1'b1 : 1'b0;
  assign d_next = (tick == 1'b1) ? d_reg + 1 : d_reg;
  assign d_ext = {1'b0, d_reg};
  assign pwm_next = (d_ext < duty) ? 1'b1 : 1'b0;
  assign pwm_out = pwm_reg ;
endmodule
`timescale 1ns / 1ps
module pwm_rainbow(
    input logic clk,
    input logic reset,
    output logic [2:0] rgb
  );
  parameter resolution = 8;
  parameter grad_thresh = 1_000_000;
  logic [31:0] dvsr = 'd4882;  
  logic [resolution:0] red_duty;  
  logic [resolution:0] red_duty_reg;
  logic [resolution:0] blue_duty;  
  logic [resolution:0] blue_duty_reg;
  logic [resolution:0] green_duty;  
  logic [resolution:0] green_duty_reg;
  logic pwm_out_red;
  logic pwm_out_blue;
  logic pwm_out_green;
  integer rainbow_counter;  
  integer counter;
  logic gradient_pulse;
  pwm_enhanced #(.R(resolution)) p_i0 (.clk(clk),.reset(reset),.dvsr(dvsr),.duty(red_duty),.pwm_out(pwm_out_red));
  pwm_enhanced #(.R(resolution)) p_i1 (.clk(clk),.reset(reset),.dvsr(dvsr),.duty(blue_duty),.pwm_out(pwm_out_blue));
  pwm_enhanced #(.R(resolution)) p_i2 (.clk(clk),.reset(reset),.dvsr(dvsr),.duty(green_duty),.pwm_out(pwm_out_green));
  always_ff @ (posedge clk, posedge reset)
  begin
    if (reset)
    begin
      counter <= 0;
      rainbow_counter <= 0;
    end
    else
    begin
      if (counter < grad_thresh)
      begin
        counter <= counter + 1;
        gradient_pulse <= 0;
      end
      else
      begin
        counter <= 0;
        gradient_pulse <= 1;
      end
      if (gradient_pulse == 1)
      begin
        rainbow_counter <= rainbow_counter + 1;
      end
      if (rainbow_counter == 256)
      begin
        rainbow_counter <= 0;
      end
    end
  end
  always_ff @ (posedge clk, posedge reset)
  begin
    if (reset)
    begin
      red_duty_reg  = 8'd255;
      blue_duty_reg = 8'b0;
      green_duty_reg = 8'b0;
    end
    else
    begin
      if (gradient_pulse)
      begin
        if (rainbow_counter < 42)
        begin
          red_duty_reg  = 8'd255;
          blue_duty_reg = 8'b0;
          green_duty_reg = green_duty_reg + 1;
        end
        else if (rainbow_counter >=42 && rainbow_counter < 84)
        begin
          red_duty_reg  = red_duty_reg - 1;
          blue_duty_reg = 8'd0;
          green_duty_reg = 8'd255;
        end
        else if (rainbow_counter >=84 && rainbow_counter < 126)
        begin
          red_duty_reg  = 8'd0;
          blue_duty_reg = blue_duty_reg + 1;
          green_duty_reg = 8'd255;
        end
        else if (rainbow_counter >=126 && rainbow_counter < 168)
        begin
          red_duty_reg  = 8'd0;
          blue_duty_reg = 8'd255;
          green_duty_reg = green_duty_reg - 1;
        end
        else if (rainbow_counter >=168 && rainbow_counter < 210)
        begin
          red_duty_reg  = red_duty_reg + 1;
          blue_duty_reg = 8'd255;
          green_duty_reg = 8'b0;
        end
        else if (rainbow_counter >=210 && rainbow_counter < 256)
        begin
          red_duty_reg  = 8'd255;
          blue_duty_reg = blue_duty_reg - 1;
          green_duty_reg = 8'b0;
        end
        else
        begin
          red_duty_reg  = 8'd255;
          blue_duty_reg = 8'b0;
          green_duty_reg = 8'b0;
        end
      end
    end
  end
  assign red_duty = red_duty_reg;
  assign blue_duty = blue_duty_reg;
  assign green_duty = green_duty_reg;
  assign rgb[0] = pwm_out_red;
  assign rgb[1] = pwm_out_blue;
  assign rgb[2] = pwm_out_green;
endmodule
[run.sh]
#!/bin/bash
# OpenROAD 26Q1-2900-gdf79404cd8, Yosys 0.63+post, stock flow scripts
make -C /OpenROAD-flow-scripts/flow DESIGN_CONFIG=/design/flow/config.mk WORK_HOME=/design/flow/orfs finish
==> impl_metrics.env <==
# yosys + openroad results
export IMPL_tool_warnings=36
export IMPL_cp_max_fo=68
export IMPL_root_buffer="clkbuf_16"
export IMPL_clk_path_buf_depth=3
export IMPL_hold_depth=1
export IMPL_drcViolationCount=0
export IMPL_fp_utilization_pct=30.4
export IMPL_netlist_instances=1159
export IMPL_drive_above_1_share_pct=6.50
export IMPL_die_x_um=197
export IMPL_ys_cells=1159
export IMPL_startpoint="reset"
export IMPL_p_leak_uw=0.00569
export IMPL_synthFlopType="dfrtp_1"
export IMPL_numPortBuffers=4
export IMPL_r2r_end="blue_duty_reg[7]"
export IMPL_synthDistinctLibCells=72
export IMPL_cp_required_ns=8.12
export IMPL_ir_drop_mv=0.153
export IMPL_synthAoiAreaFrac_pct=8.22
export IMPL_finalCritPeriodShare_pct=40.6
export IMPL_viasPerCell=4.75
export IMPL_clock_sinks=215
export IMPL_async_flop_share_pct=99.5
export IMPL_finClkSkew_ns=0.0280
export IMPL_hold_ws_ns=0.471
export IMPL_overflow=0
export IMPL_placedCellCount=1653
export IMPL_p_per_area_nw_per_um2=207
export IMPL_syn_to_final_growth_pct=11.8
export IMPL_cts_buffers=24
export IMPL_drv_max_cap_violation_count=0
export IMPL_syn_area_per_cell_um2=9.85
export IMPL_ys_ff=215
export IMPL_track_usage_pct=11.4
export IMPL_slew_headroom_pct=44.3
export IMPL_coreArea_um2=37600
export IMPL_ys_sh_adder_pct=4.71
export IMPL_ys_warn_count=2
export IMPL_clock_latency_ns=0.52
export IMPL_num_rows=71
export IMPL_r2r_cells=7
export IMPL_arrival_ns=3.66
export IMPL_detail_route_wl_per_cell_um=12.1
export IMPL_status="complete, no violations"
export IMPL_start_kind="primary input"
export IMPL_dieHeight_um=197
export IMPL_hold_end="counter[0]"
export IMPL_dr_pass1_iters=11
export IMPL_grt_pass1_vias=7910
export IMPL_cp_common_cell="buf_4"
export IMPL_slew_viol_final=0
export IMPL_ys_sh_xor_pct=13.7
export IMPL_mux_area_share_pct=0.570
export IMPL_holdBufCountCts=0
export IMPL_worst_r2r_startpoint="rainbow_counter[27]"
export IMPL_topCombFamilyByArea="simple AND/OR/NAND/NOR gates"
export IMPL_routed_wl_mm=20.4
export IMPL_hpwlAfterDp_mm=13.7
export IMPL_regToRegSetupSlack_ns=4.79
export IMPL_final_antenna_net_count=0
export IMPL_grt_max_degree=69
export IMPL_vias=8059
export IMPL_finalCriticalPeriod_ns=3.04
export IMPL_fin_setup_tns_ns=0
export IMPL_path_cells="clkdlybuf4s50_1 > inv_8 > buf_4 > buf_4"
export IMPL_grt_pass1_wl_mm=37.2
export IMPL_synth_simple_gate_area_share_pct=22.0
export IMPL_cts_tree="yes"
export IMPL_htree_levels=1
export IMPL_syn_cell_area_um2=11400
export IMPL_die_area_um2=38800
export IMPL_grt_setup_unrepaired="false"
export IMPL_ios=5
export IMPL_clkTransAtPathRegs_ns=0.06
export IMPL_antenna_found_initial=0
export IMPL_mostFrequentLayoutCell="dfrtp_1"
export IMPL_endpoint_kind="asynchronous set/reset pin"
export IMPL_ys_chip_area_um2=11400
export IMPL_worstMarginPinSlew_ns=0.831
export IMPL_drt_iter0_drc=452
export IMPL_fmax_mhz=329
export IMPL_gp_congestion=0.841
export IMPL_setup_violations=0
export IMPL_fin_cells=1695
export IMPL_min_path_type="reg2reg"
export IMPL_antenna_cells=0
export IMPL_final_hold_viol_count=0
export IMPL_final_util_pct=34.0
export IMPL_critPathMaxStageDelay_ns=0.66
export IMPL_ys_seq_share_pct=47.3
export IMPL_edf_count=1
export IMPL_hold_start="counter[0]"
export IMPL_layout_top_cells="dfrtp_1, nor2_1, xnor2_1"
export IMPL_post_cts_buffers=0
export IMPL_slowest_stage="buf_4"
export IMPL_cts_resized=0
export IMPL_path_class="in2async"
==> cells by family after synthesis <==
kind of cell | count (synthesis)
XOR/XNOR | 179
multiplexers | 6
AND/OR/NAND/NOR | 495
AND-OR/OR-AND | 141
buffers and inverters | 80
flip-flops | 215
adder cells (fa/ha/maj) | 43
==> where the power goes <==
group	internal (uW)	switching [uW]
clock	715	460
combinational	84.8	123
sequential	1200	59.8
==> through the flow <==
step                instance area [um^2]  total power (uW)  worst slack (ns)
detailed placement                 12000              1480              3.81
CTS                                12800              2690              4.37
finish                             12800              2640              4.46
global route                       12800              2770              4.16
global placement                   12000              1480              3.82
floorplan                          11400              1430             0.136
==> area by class of cell <==
cell class | count | area (um^2)
clock buffer | 35 | 702
inverter | 50 | 195
clock inverter | 7 | 96.3
multi-input combinational | 864 | 5630
timing repair buffer | 13 | 108
sequential | 215 | 5400
fill | 3662 | 24800
tap | 511 | 639
==> routing by layer <==
| metal | GRT usage, % | part of all wire, % | vias up |
|---|---|---|---|
| li1 | - | - | 4084 |
| met1 | 18.3 | 52 | 3852 |
| met2 | 17.2 | 43 | 93 |
| met3 | 1.32 | 3.1 | 30 |
| met4 | 1.98 | 1.9 | 0 |
| met5 | 0 | 0 | - |
==> worst max-delay path: cells and delay by family <==
kind | cells | cell delay [ns]
buffers and inverters | 4 | 2.05
==> synthesized netlist by cell type (11+ instances only) <==
library cell  instances  area share (%)
o21ai_0              35             1.5
nor4_1               35             1.9
nor3_1               29             1.3
a21oi_1              28             1.2
nor2_1              121             4.0
xor2_1               64             4.9
nand2_1             102             3.4
and4_1               11            0.84
clkbuf_1             14            0.46
ha_1                 43             4.7
inv_1                50             1.6
nand3_1              72             3.2
dfrtp_1             206              45
xnor2_1             115             8.8
nand4_1              38             2.1
and3_1               34             1.9
==> worst max-delay path by stage <==
stage	endpoint	slack [ns]	cells past startpoint
after CTS	red_duty_reg[7]	4.37	4
after global routing	p_i0.d_reg[6]	4.16	4
final	red_duty_reg[7]	4.46	4
Power is estimated from default activity; no workload was simulated.
