File: design/flow/run.sh
#!/bin/bash
# OpenROAD 26Q1-2900-gdf79404cd8, Yosys 0.63+post, stock flow scripts
make -C /OpenROAD-flow-scripts/flow DESIGN_CONFIG=/design/flow/config.mk WORK_HOME=/design/flow/orfs finish
File: design/flow/config.mk
export PLATFORM = sky130hd
export DESIGN_NAME = linear_pwm
export DESIGN_NICKNAME = linear_pwm
export VERILOG_FILES = /design/flow/design.v
export SDC_FILE = /design/flow/constraint.sdc
export NUM_CORES = 4
export LEC_CHECK = 1
export CORE_UTILIZATION = 30
File: design/flow/constraint.sdc
current_design linear_pwm

set clk_period 5.5
set clk_io_pct 0.2

create_clock -name clk0 -period $clk_period [get_ports {clk}]

set non_clock_inputs [all_inputs -no_clocks]
set_input_delay [expr $clk_period * $clk_io_pct] -clock clk0 $non_clock_inputs
set_output_delay [expr $clk_period * $clk_io_pct] -clock clk0 [all_outputs]
File: design/flow/design.v
`timescale 1ns / 1ns
module linear_pwm (
    input logic clk,
    input logic reset,
    output logic [2:0] rgb
  );
  parameter resolution = 8;
  parameter grad_thresh = 2_499_999;
  logic [31:0] dvsr = 'd4882;  
  logic [resolution:0] duty;  
  logic pwm_out1;
  integer counter;
  logic gradient_pulse;
  logic [resolution:0] duty_reg;
  pwm_enhanced #(.R(resolution)) p_i0 (.clk(clk),.reset(reset),.dvsr(dvsr),.duty(duty),.pwm_out(pwm_out1));
  always_ff @ (posedge clk, posedge reset)
  begin
    if (reset)
    begin
      counter <= 0;
      duty_reg <= 0;
    end
    else
    begin
      if (counter < grad_thresh)
      begin
        counter <= counter + 1;
        gradient_pulse <= 0;
      end
      else
      begin
        counter <= 0;
        gradient_pulse <= 1;
      end
      if (gradient_pulse == 1)
      begin
        duty_reg <= duty_reg + 1;
      end
      if (duty_reg == 256)
      begin
        duty_reg <= 0;
      end
    end
  end
  assign duty = duty_reg;
  assign rgb[0] = pwm_out1;
  assign rgb[1] = 1'b0;
  assign rgb[2] = 1'b0;
endmodule
`timescale 1ns / 1ns
module pwm_enhanced #(parameter int R = 10) (
    input logic clk,
    input logic reset,
    input logic [31:0] dvsr,
    input logic [R:0] duty,
    output logic pwm_out
  );
  logic [31:0] q_reg;
  logic [31:0] q_next;
  logic tick;
  logic [R-1:0] d_reg;
  logic [R-1:0] d_next;
  logic [R:0] d_ext;
  logic pwm_reg;
  logic pwm_next;
  always_ff @(posedge clk or posedge reset)
  begin
    if (reset)
    begin
      q_reg <= 'b0;
      d_reg <= 'b0;
      pwm_reg <= 'b0;
    end
    else
    begin
      q_reg <= q_next;
      d_reg <= d_next;
      pwm_reg <= pwm_next;
    end
  end
  assign q_next = (q_reg == dvsr) ? 'b0 : q_reg + 1;
  assign tick = (q_reg == 'b0) ? 1'b1 : 1'b0;
  assign d_next = (tick == 1'b1) ? d_reg + 1 : d_reg;
  assign d_ext = {1'b0, d_reg};
  assign pwm_next = (d_ext < duty) ? 1'b1 : 1'b0;
  assign pwm_out = pwm_reg ;
endmodule
==> results.txt <==
The full implementation flow was run.

The number of cell instances after yosys synthesis stands at 415. The clock latency on the worst-skew pair stands at 0.33 ns. TritonCTS built the clock tree. Per the post-route antenna check, the number of violating nets is 0.

In the post-route report, total wirelength is listed as 7310 um. The total setup buffers inserted after CTS stands at 0. Per STA, the startpoint of the critical path is counter[0]. The per-cell routed wire length stands at 12.1 um. Per the CTS log, the root buffer master is sky130_fd_sc_hd__clkbuf_16. The global route stage reports its total congestion overflow as 0. The worst setup path is launched from a flop. The highest attainable clock frequency stands at 0.399 GHz. Among all cell types in the netlist, the one instantiated most often is sky130_fd_sc_hd__dfrtp_1.

The design draws 1.35 mW. The static power due to leakage stands at 2.08 nW. At the worst endpoint, the arrival time is 2.71 ns.

The horizontal die dimension stands at 123 um. The async set or reset register ratio after synthesis stands at 98.8%. The largest voltage drop on the vdd net stands at 145 uV. The number of buffers created by CTS stands at 9. The tally of filler cells in the layout stands at 1375. The fraction of power spent switching nets stands at 22.9%.

The post-synth tally of flip-flops with integrated enable stands at 1. Looking at area per cell type in the netlist, the leader is sky130_fd_sc_hd__dfrtp_1. The first TritonRoute pass finished after 5 iterations. The area of the synthesized netlist per yosys stat stands at 4390 sq um.

The die height stands at 123 um. In the final layout, flip-flops and latches occupy 2080 sq um. The max-capacitance violation count stands at 0. The required time at the worst-slack endpoint stands at 5.71 ns. The sequential share of power stands at 48.8%. The slew check shows that the tightest pin keeps a relative margin of 48.4%. After routing, the total negative slack on setup checks comes to 0 ns. The pin count of the biggest net entering global routing stands at 45. For this run, the detailed router reports a per-instance via density of 4.68. The initial antenna violation count came to 0. For the worst reg-to-reg path, the startpoint reported by OpenROAD is counter[0]. The number of antenna repair diodes stands at 0. The report lists the number of standard-cell rows as 43. The synthesized netlist occupies a cell area of 4390 sq um.

The hold violation total from the final report stands at 0. The final critical path takes up 45.6% of the cycle. The worst setup path is of the reg -> reg kind. The clock drives 83 sinks. Yosys mapped the design onto 42 distinct sky130hd cell types. The fraction of synthesized cell area taken by the top area cell type stands at 46.7%.

Among all flip-flop cells after synthesis, the most frequent one is sky130_fd_sc_hd__dfrtp_1. In this run the tools logged warnings totalling 28. The worst hold path begins at p_i0.q_reg[31]. The final number of max-transition violations stands at 0. CTS reports a maximum clock tree buffer depth of 2. The worst hold path belongs to the class reg -> reg. The worst setup path is captured at a flop. The pre-placement core utilization stands at 31.2%. The post-cts repair resize count stands at 0. The number of buffer cells added on primary ports stands at 2. The clock share of power stands at 44.3%.

The clock period minus worst slack stands at 2.51 ns. The global-route wire length before repair stands at 13500 um. In the final report, the number of endpoints failing setup comes to 0. The number of global-route vias before repair stands at 2860.

The area growth from synthesis to final layout stands at 11.0%. The sequential-to-total area share from yosys stat stands at 47.4%. The script extracted a net switching power of 0.310 mW. The power density over the cells stands at 277 nW/um^2. Per the OpenROAD floorplan log, the area of the die is 15100 sq um. After routing the design area is 4880 sq um.

The final weighted congestion in routability-driven placement stands at 0.779. The power report lists cell-internal power as 1.04 mW. Setup repair after global routing left no endpoint under its margin.

The count of vias placed by the detailed router stands at 2836. Ranked by instance count, the synthesized netlist is headed by 82 x sky130_fd_sc_hd__dfrtp_1, 53 x sky130_fd_sc_hd__xnor2_1, 30 x sky130_fd_sc_hd__nor2_1, 30 x sky130_fd_sc_hd__nor2_2, 28 x sky130_fd_sc_hd__nand3_1. Each instance of the synthesized netlist takes up on average 10.6 sq um.

The biggest fanout along the worst timing path stands at 18. The standard cell core area stands at 14100 sq um. The area used by multi-input combinational logic stands at 2160 sq um.

The flow ran to the end, and the final reports show no timing, DRC or antenna violations. The clock-pin slew reported for the worst setup and hold paths after clock tree synthesis stands at 0.06 ns. The count of synthesis-stage warnings from yosys stands at 2. The measured slew at the worst slew-check pin stands at 0.775 ns. The report puts the hold buffer count at CTS at 0. The cell area after placement stands at 4570 sq um. Looking at the clock tree report, the H-tree level count equals 3. For this run, the total global-route usage over all layers was measured as 11.1%.

By area the synthesized netlist is led by sky130_fd_sc_hd__dfrtp_1 47%, sky130_fd_sc_hd__xnor2_1 11%, sky130_fd_sc_hd__nor2_2 4.3%, sky130_fd_sc_hd__ha_1 4.0%, sky130_fd_sc_hd__xor2_1 4.0%. The ratio of cells with drive above 1 in the final layout stands at 16.0%. In this run, the combinational gates consume 6.9% of the power. The number of remaining DRC errors stands at 0. In this run, the number of DRC markers left after iteration 0 of detailed routing was 178. The sum of net half-perimeters after detailed placement stands at 5080 um. The number of standard cells after synthesis stands at 415.

The final clock skew stands at 0.00402 ns. Synthesis inferred 83 register bits. During I/O placement, the number of pins put on the boundary was 5.
## layout by cell type, fill, tap and decap left out, types with 2 or more instances in the layout
cell                              count
sky130_fd_sc_hd__nand2_1             26
sky130_fd_sc_hd__clkbuf_16            9
sky130_fd_sc_hd__nor4_1              13
sky130_fd_sc_hd__a21oi_1              3
sky130_fd_sc_hd__a21boi_0             3
sky130_fd_sc_hd__o21ai_0              4
sky130_fd_sc_hd__clkdlybuf4s50_1      2
sky130_fd_sc_hd__and3_1              10
sky130_fd_sc_hd__and4_1               8
sky130_fd_sc_hd__xnor2_1             53
sky130_fd_sc_hd__nor2b_1              2
sky130_fd_sc_hd__nor2_1              30
sky130_fd_sc_hd__inv_1               19
sky130_fd_sc_hd__clkinvlp_4           2
sky130_fd_sc_hd__nor3_4               2
sky130_fd_sc_hd__dfrtp_1             82
sky130_fd_sc_hd__nand3_1             28
sky130_fd_sc_hd__nor4_2               2
sky130_fd_sc_hd__buf_4                2
sky130_fd_sc_hd__nor2_2              30
sky130_fd_sc_hd__ha_1                14
sky130_fd_sc_hd__or4_4                3
sky130_fd_sc_hd__xor2_1              20
sky130_fd_sc_hd__nand4_1             18
sky130_fd_sc_hd__conb_1               2
sky130_fd_sc_hd__nor3_1              10
sky130_fd_sc_hd__nor3_2               6
sky130_fd_sc_hd__and2_1               3
## worst max-delay path: stages, from the launching register on
cell,delay (ns)
sky130_fd_sc_hd__dfrtp_1,0.41
sky130_fd_sc_hd__ha_1,0.22
sky130_fd_sc_hd__nand3_1,0.10
sky130_fd_sc_hd__o21ai_0,0.26
sky130_fd_sc_hd__a2111oi_2,0.14
sky130_fd_sc_hd__o32ai_4,0.73
sky130_fd_sc_hd__buf_4,0.44
sky130_fd_sc_hd__nor2_2,0.08
## layout make-up
class	count	area share, %
Inverter	20	1.57
Timing Repair Buffer	4	0.719
Multi-Input combinational cell	304	44.2
Clock inverter	5	1.28
Sequential cell	83	42.7
Tap cell	180	4.62
Clock buffer	10	4.90
## metal layers
| layer | global-route usage (%) | vias to the layer above | wire length (um) |
|---|---|---|---|
| met5 | 0 | - | 0 |
| met4 | 1.96 | 0 | 141 |
| met3 | 2.02 | 9 | 220 |
| met2 | 17.5 | 38 | 3310 |
| met1 | 16.6 | 1346 | 3640 |
| li1 | - | 1443 | - |
## worst paths after layout
| check | depth (start not counted) | slack (ns) | end |
|---|---|---|---|
| worst max-delay path | 7 | 2.99 | counter[18] |
| worst min-delay path | 1 | 0.48 | p_i0.q_reg[31] |
| worst max register to register | 7 | 2.99 | counter[18] |
| worst min register to register | 1 | 0.48 | p_i0.q_reg[31] |
| max in group asynchronous | 3 | 3.32 | counter[17] |
| min in group asynchronous | 2 | 1.18 | p_i0.q_reg[19] |
## per-stage QoR
stage	util [%]	hold slack, ns	cells	setup slack, ns
floorplan	-	0.443	416	2.25
finish	34.6	0.484	606	2.99
global route	34.6	0.515	606	2.76
detailed placement	32.5	0.478	591	2.82
global placement	32.5	0.469	591	2.84
CTS	34.6	0.487	606	2.93
## power by group through the flow
stage	registers (mW)	clock network, mW	logic [mW]
after CTS	0.660	0.618	0.0958
after global routing	0.664	0.646	0.112
final	0.660	0.600	0.0931
## cells by family after synthesis
group	Yosys count	share of synthesized area, %
AND/OR/NAND/NOR	198	26.9
multiplexers	2	0.484
buffers and inverters	29	3.59
flip-flops	83	47.4
other	1	0.0854
adder cells (fa/ha/maj)	14	3.99
XOR/XNOR	73	14.6
AND-OR/OR-AND	15	2.96
Power figures rest on the tool's default switching activity, not on a simulated workload.
